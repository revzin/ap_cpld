**flow/run.sh**
```bash
#!/bin/bash
# OpenROAD 26Q1-2900-gdf79404cd8, Yosys 0.63+post, stock flow scripts
make -C /OpenROAD-flow-scripts/flow DESIGN_CONFIG=/design/flow/config.mk WORK_HOME=/design/flow/orfs finish
```
**flow/config.mk**
```make
export PLATFORM = sky130hd
export DESIGN_NAME = freq_div
export DESIGN_NICKNAME = freq_div
export VERILOG_FILES = /design/flow/design.v
export SDC_FILE = /design/flow/constraint.sdc
export NUM_CORES = 4
export LEC_CHECK = 1
export CORE_AREA = 10 10 70 70
export DIE_AREA = 0 0 80 80
```
**flow/constraint.sdc**
```tcl
current_design freq_div

set clk_period 1.9
set clk_io_pct 0.2

create_clock -name clk0 -period $clk_period [get_ports {in}]

set non_clock_inputs [all_inputs -no_clocks]
set_input_delay [expr $clk_period * $clk_io_pct] -clock clk0 $non_clock_inputs
set_output_delay [expr $clk_period * $clk_io_pct] -clock clk0 [all_outputs]
```
**flow/design.v**
```verilog
module freq_div(input wire in, output logic out = 0);
logic[11 : 0] counter = 0;
always_ff @(posedge in)
begin
   counter <= counter + 1;
   if (counter == 2600)
	begin
      counter <= 0;
      out <= ~out;
   end
end
endmodule
```
==> CHANGELOG.md <==
### Implementation results

- Run status: completed
- Number of violations of the max-capacitance limit: 0
- Worst min path class: reg -> reg
- Buffers on Ports: 1
- Final hold viol count: 0
- #FFs+latches synth: 13
- Area contributors post-synth: sky130_fd_sc_hd__dfxtp_1, sky130_fd_sc_hd__xor2_1, sky130_fd_sc_hd__edfxtp_1, sky130_fd_sc_hd__xnor2_1, sky130_fd_sc_hd__ha_1
- Capturing element type of the critical path: register
- Yosys top cell by instances: sky130_fd_sc_hd__dfxtp_1
- Fraction of post-synthesis cell area in the top cell type by area: 0.414
- Hold buffer count at cts: 0
- Depth of the worst register-to-register path: 6
- Max Freq: 687 MHz
- Worst R2R Setup Slack: 0.45 ns
- Total setup buffers inserted after CTS: 0
- CTS tree: built
- Number of failing setup endpoints in the final timing report: 0
- Number of cell instances after yosys synthesis: between 50 and 60
- Antenna violations before repair: 0
- Post-Layout Cell Count: 109
- Number of logged tool warnings: 26
- Fraction of the core area covered by cells at the end of the flow: 0.200
- Total Wirelength: 880 um
- Req. time, crit path: 2.06 ns
- Die width: 80 um
- Async SR Flop Fraction: 0
- Number of cells on the worst hold path: 1
- Largest net degree at the start of global routing: 9
- Least-Margin Pin Slew: 0.427 ns
- First-pass GRT wire length: 1.50 mm
- Pleak: between 0.2 and 0.3 nW
- Number of unique standard cell types used by synthesis: 25
- Top fanout value on the critical path: 6
- Launch point of the worst reg-to-reg path: counter[0]
- Buffer-and-inverter tally for the worst setup path: 2
- Part of the cycle the worst path needs: 0.766
- Fraction of layout cells with a size suffix above 1: 0.175
- Number of H-tree levels: 1
- Cell area power density: about 640 mW/mm^2
- Area growth from synthesis to final layout: 17.5%
- Antenna-violating nets left: 0
- Post-CTS sizing: 0
- Placed instance area: approximately 660 sq um
- Total clock sinks: 13
- Placed Cells incl. Taps: around 110
- Tightest slew margin relative to the limit: 0.714
- Worst-path cell with the longest stage delay: sky130_fd_sc_hd__nor3_2
- Cell-by-cell trace of the critical path: inv_1 > ha_1 > nand4b_1 > nor3_2 > buf_4 > nor2_1
- Clock slew at the register clock pins of the worst setup and hold paths: 0.07 ns
- Router iterations before antenna repair: 4
- Y dimension of the die: 80 um
- Synth Seq Share: 0.466
- Floorplan core area: 0.00342 sq mm
- Category of the worst setup path launch point: register
- Worst hold start: counter[10]
- Clock root buffer: sky130_fd_sc_hd__clkbuf_4
- YS warnings: 1
- Final-report max-slew violation count: 0
- Clock Tree Buf Depth: 2
- Unrepaired setup endpoints after global routing: no
- Synthesized area divided by synthesized cell count: 10.2 sq um
- Crit path max-delay family: simple AND/OR/NAND/NOR gates
- Mapped Cells: 57
- Drt wl/cell: 8.07 um
- Minimum period implied by the final worst setup slack: ~1.5 ns
- Initial standard-cell utilization of the core: 0.170
- Top cells by instance count after synthesis: sky130_fd_sc_hd__dfxtp_1, sky130_fd_sc_hd__nor2_1, sky130_fd_sc_hd__inv_1, sky130_fd_sc_hd__nand3_1, sky130_fd_sc_hd__xor2_1
- Number of global-route vias before repair: approximately 360
- FP Rows: 21
- Final cell area excluding filler cells: between 600 and 700 sq um
- Post-Synthesis Cell Area: roughly 580 sq um
- Delay of the slowest critical-path stage: 0.40 ns
- Overall fraction of global-route tracks in use: 0.0280
- Final clock skew: 0.00131 ns
- Worst Hold Path EP: counter[10]
- Ys flop type: sky130_fd_sc_hd__dfxtp_1
- Placer Congestion: 0.818
- Latency at later pin: between 0.2 and 0.3 ns
- TritonCTS buffer count: 3
- Critical register-to-register path endpoint: counter[0]
- Final-layout worst hold slack: a little under 0.5 ns
- Post-synth top area cell: sky130_fd_sc_hd__dfxtp_1
- DRC violations left: 0
- Number of enable flip-flop cells: 1
- Accumulated negative setup slack: 0 ns
- Count of vias placed by the detailed router: 391
- Count of pins on the block boundary: 2
- Worst-case vdd ir drop: 0.203 mV
- Synthesis area per yosys: 581 sq um
- Setup CP Type: reg -> reg
- Via density: 3.59
- Ant. Diodes: 0
- Chip area: about 0.0064 sq mm
- Final global-route overflow total: 0
- Number of violations reported at the end of detailed-routing iteration 0: 22
- CP Data Arrival Time: 1.61 ns
## layout by cell type (no fill, tap or decap), drive strengths merged, types with 3 or more instances in the layout
master | synthesis | routed
xnor2 | 3 | 3
xor2 | 4 | 4
nor3 | 3 | 3
nand2 | 3 | 3
inv | 4 | 4
nor2 | 5 | 5
dfxtp | 12 | 12
clkbuf | 0 | 4
nand3 | 5 | 5
a21oi | 3 | 3
## how the worst max path moves through the flow
stage | from | end | slack, ns | depth (start not counted)
global route | counter[0] | counter[0] | 0.36 | 6
CTS | out | out | 0.43 | 1
finish | counter[0] | counter[0] | 0.45 | 6
## where the power goes
group	switching [W]	internal [W]
Combinational	0	0
Clock	0.0000798	0.0000811
Sequential	0	0.000275
## stage by stage
stage          total power, W  worst slack (ns)
6_report             0.000436             0.445
5_1_grt              0.000455             0.362
4_1_cts              0.000441             0.432
3_5_place_dp         0.000282             0.453
3_3_place_gp         0.000282             0.467
2_1_floorplan        0.000282             0.519
## per-layer routing
layer | share of wire | global-route usage | up-vias | routed length (um)
li1 | - | - | 212 | -
met1 | 0.56 | 0.0386 | 173 | 494
met2 | 0.38 | 0.0377 | 6 | 333
met3 | 0.059 | 0.0159 | 0 | 52
met4 | 0 | 0.00352 | 0 | 0
met5 | 0 | 0 | - | 0
## sequential cells by signal, indices dropped and copies added, names as in the netlist
signal and count:
counter 12, out 1
## worst register-to-register path, cell delays in order (launching register included)
cell and delay [ns]:
sky130_fd_sc_hd__dfxtp_1 0.37, sky130_fd_sc_hd__inv_1 0.08, sky130_fd_sc_hd__ha_1 0.15, sky130_fd_sc_hd__nand4b_1 0.11, sky130_fd_sc_hd__nor3_2 0.40, sky130_fd_sc_hd__buf_4 0.20
sky130_fd_sc_hd__nor2_1 0.04
## logic make-up after synthesis
logic type / synth area share
and+or+nand+nor: 0.293
DFF: 0.466
xor gates and xnor gates: 0.106
adders and majority gates: 0.0431
buffers and inverters: 0.0259
AOI/OAI and AO/OA: 0.0668
## final cells by class
| type | instances | area [sq um] |
|---|---|---|
| clock buffers | 4 | 26.3 |
| fillers | 381 | 2730 |
| inverters | 4 | 15.0 |
| multi-input cells | 40 | 295 |
| flip-flops and latches | 13 | 270 |
| well taps | 46 | 57.6 |
| repair buffers | 2 | 17.5 |
Power and IR drop assume default switching activity.

## run.sh

```bash
#!/bin/bash
# OpenROAD 26Q1-2900-gdf79404cd8, Yosys 0.63+post, stock flow scripts
make -C /OpenROAD-flow-scripts/flow DESIGN_CONFIG=/design/flow/config.mk WORK_HOME=/design/flow/orfs finish
```

## config.mk

```make
export PLATFORM = sky130hd
export DESIGN_NAME = servo_to_logic
export DESIGN_NICKNAME = servo_to_logic
export VERILOG_FILES = /design/flow/design.v
export SDC_FILE = /design/flow/constraint.sdc
export NUM_CORES = 4
export LEC_CHECK = 1
export CORE_AREA = 10 10 78 78
export DIE_AREA = 0 0 88 88
```

## constraint.sdc

```tcl
current_design servo_to_logic

set clk_period 2.5
set clk_io_pct 0.2

create_clock -name clk0 -period $clk_period [get_ports {clk}]

set non_clock_inputs [all_inputs -no_clocks]
set_input_delay [expr $clk_period * $clk_io_pct] -clock clk0 $non_clock_inputs
set_output_delay [expr $clk_period * $clk_io_pct] -clock clk0 [all_outputs]
```

## design.v

```verilog
`timescale 1us / 1us
module servo_to_logic(input wire servo_rise,           
                      input wire servo_fall,           
                      input wire clk,                  
                      output logic log = 0,            
                      output logic rx_problem = 1);    
parameter MAX_HIGH_COUNT = 30;   
parameter MIN_HIGH_COUNT = 5;    
parameter LOGIC_THRESHOLD = 15;  
parameter MAX_LOW_COUNT  = 250;  
parameter MIN_LOW_COUNT = 230;   
logic[7 : 0] counter = 0;                       
logic servo_state = 0;
always_ff @(posedge clk)
begin
    counter <= counter + 1;                     
    if (servo_rise)                             
    begin
        servo_state <= 1;
        if (counter <= MIN_LOW_COUNT)           
            rx_problem <= 1;
        counter <= 0;                           
    end
    else if (servo_fall)                        
    begin
        servo_state <= 0;
        if (counter > MIN_HIGH_COUNT && counter < MAX_HIGH_COUNT)
        begin
            rx_problem <= 0;
            if (counter > LOGIC_THRESHOLD)
                log <= 1;
            else
                log <= 0;
        end
        else
            rx_problem <= 1;                    
    end 
    if (!servo_state && counter > MAX_LOW_COUNT) 
    begin
        counter <= 0;
        rx_problem <= 1;
    end
    if (servo_state && counter > MAX_HIGH_COUNT) 
    begin
        counter <= 0;
        rx_problem <= 1;
    end
end
endmodule
```

==> flow_metrics.tcl <==
# metrics dict for downstream scripts
set metrics [dict create \
    drc 0 \
    wl_mm 1.02 \
    io_pins 5 \
    drive_above_1_share 0.130 \
    endpoint_kind "flop" \
    openroad.warnings 28 \
    dr.pass1.iters 4 \
    die_x_um 88 \
    cp_max_fo 7 \
    setup_viol 0 \
    fin_cells 121 \
    ctsResizeCount 0 \
    post-place-cells 117 \
    ys_top_cells_by_count "dfxtp_1, nor2_1, nand3_1" \
    synth_flops 11 \
    clock.fmax_mhz 628 \
    ff_latch_area_sq_um 230 \
    synth_top_cell_by_count "dfxtp_1" \
    whs_path_depth 1 \
    clock_path_buffers 2 \
    area_growth_pct 25.2 \
    fin_crit_sh 0.637 \
    cts_buffers 3 \
    nFillCells 480 \
    insertion_delay_ps 230 \
    start_kind "flop" \
    yosys.area.top_type_share 0.347 \
    grtUsageTotal 0.0269 \
    syn_inst 62 \
    clk_transition_reported_paths_ps 50 \
    ys_cells 62 \
    critPathRequiredTime_ps 2610 \
    worstPathArrival_ps 1700 \
    yosysTopAreaCell "dfxtp_1" \
    fin_skew_ps 3.62 \
    worst_hold_path_type "reg2reg" \
    port_buffers 4 \
    vdd_drop_max_uv 225 \
    setup_tns_ps 0 \
    synth-async-reset-ratio 0 \
    slew_violations 0 \
    syn-cell-area_sq_um 577 \
    status "completed" \
    antenna_found_initial 0 \
    topCellsByArea "dfxtp_1, ha_1, nor2_1" \
    htreeDepth 1 \
    rows 24 \
    grt_max_degree 9 \
    min_period_ps 1590 \
    first_iter_violations 19 \
    grt_pass1_vias 387 \
    wl_per_cell_um 8.39 \
    ys_chip_area_sq_um 577 \
    via_per_inst 3.55 \
    ys_types 24 \
    rr_worst_depth 5 \
    logic_area_sq_um 327 \
    cap_violations 0 \
    ys_warn_count 1 \
    die_area_sq_mm 0.00774 \
    grt_pass1_wl_mm 1.69 \
    grt_overflow 0 \
    slew_headroom 0.743 \
    ant_nets 0 \
    critPathKind "reg2reg" \
    edf_count 1 \
    gp_congestion 0.811 \
    fp_util 0.131 \
    cellPowerDensity_mw_per_mm2 549 \
    clkSinkCount 11 \
    post-cts-setup-buffers 0 \
    ys.flop_type "dfxtp_1" \
    place_hpwl_um 760 \
    final-hold-violation-count 0 \
    design.core.area_sq_mm 0.00441 \
    die_h_um 88 \
    rsz0062_at_grt "no" \
    synth_seq_share 0.399 \
    power_uw 396 \
    syn_avg_cell_area_sq_um 9.30 \
    worst_pin_slew_ps 376 \
    clockRootBuffer "clkbuf_8" \
    vias 429 \
    antenna_cells 0 \
    cts_tree "done" \
    p_leak_nw 0.256 \
    holdBufCountCts 0 \
]
[kinds of logic after synthesis]
family / count (synthesis) / share of synthesized area
AND/OR/NAND/NOR: 28 / 0.262
flip-flops: 11 / 0.399
AND-OR/OR-AND: 8 / 0.126
XOR/XNOR: 6 / 0.0911
buffers and inverters: 5 / 0.0347
adder cells (fa/ha/maj): 4 / 0.0868
[critical path, stage by stage (launching register included)]
cell	delay, ps
dfxtp_1	470
inv_1	100
ha_1	200
nand3b_1	150
a2111oi_0	420
o31ai_1	120
[sequential cells by signal (all words and copies together), names as in the netlist]
register and flops:
counter 8, log 1, rx_problem 1, servo_state 1
[power breakdown]
group | total, mW | switching [mW] | internal (mW)
combinational | 0.0264 | 0.0129 | 0.0135
clock | 0.175 | 0.0631 | 0.112
sequential | 0.195 | 0.0112 | 0.184
[layout by cell type (no fill, tap or decap), drive strengths merged]
master | synthesis | routed
dfxtp | 10 | 10
nor2 | 10 | 10
nand3 | 6 | 6
inv | 4 | 4
nand2 | 4 | 4
ha | 4 | 4
clkdlybuf4s50 | 0 | 4
clkbuf | 0 | 4
xnor2 | 3 | 3
xor2 | 3 | 3
nor3 | 3 | 3
and3 | 2 | 2
a21oi | 2 | 2
o21ai | 2 | 2
a221oi | 1 | 1
or2b | 1 | 1
nor4 | 1 | 1
a211o | 1 | 1
nand3b | 1 | 1
a2111oi | 1 | 1
o31ai | 1 | 1
edfxtp | 1 | 1
[area by class of cell]
| cell class | count | area share |
|---|---|---|
| clock buffers | 4 | 0.0624 |
| inverters | 4 | 0.0208 |
| multi-input cells | 46 | 0.452 |
| flip-flops and latches | 11 | 0.319 |
| well taps | 52 | 0.0901 |
| repair buffers | 4 | 0.0555 |
[layer usage]
metal	vias to the layer above	track usage	wire [um]
li1	225	-	-
met1	198	0.0361	518
met2	4	0.0377	419
met3	2	0.0150	59
met4	0	0.00435	19
met5	-	0	0
[final timing paths]
path	slack, ps	end	start
worst max register to register	910	rx_problem	counter[0]
worst min-delay path	540	counter[0]	counter[0]
worst max-delay path	910	rx_problem	counter[0]
worst min register to register	540	counter[0]	counter[0]
[per-stage QoR]
stage	worst slack, ps	util	instance area [sq um]	hold slack (ps)
after floorplan	1080	-	577	478
after global placement	814	0.153	677	517
after detailed placement	782	0.153	677	516
after CTS	905	0.164	722	531
after global routing	675	0.164	722	570
final	908	0.164	722	537
